`design/flow/run.sh`:
```
#!/bin/bash
# OpenROAD 26Q1-2900-gdf79404cd8, Yosys 0.63+post, stock flow scripts
make -C /OpenROAD-flow-scripts/flow DESIGN_CONFIG=/design/flow/config.mk WORK_HOME=/design/flow/orfs finish
```
`design/flow/constraint.sdc`:
```
current_design FFT_top

set clk_period 19.2
set clk_io_pct 0.2

create_clock -name clk0 -period $clk_period [get_ports {clk}]

set non_clock_inputs [all_inputs -no_clocks]
set_input_delay [expr $clk_period * $clk_io_pct] -clock clk0 $non_clock_inputs
set_output_delay [expr $clk_period * $clk_io_pct] -clock clk0 [all_outputs]
```
`design/flow/design.v`:
```
module BF1 (
input	wire				clk,reset_n,en,
input	wire	[15:0]		x_0_re,			 
							x_1_re,			 
output	reg		[15:0]		g_0_re,			 
							g_1_re           
);
always@(posedge clk,negedge reset_n)
begin
	if(!reset_n)
	begin
		g_0_re <= 16'b0;
		g_1_re <= 16'b0;
	end
	else if(en)
	begin
		g_0_re <= x_0_re + x_1_re;
		g_1_re <= x_0_re - x_1_re;
	end
end
endmodule
module BF2 (
input	wire				clk,reset_n,en,
input	wire	[15:0]		C_0_re,
							C_1_re,
							D_0_re,
							D_1_re,
output	reg		[15:0]		A_0_re,
							A_1_re,A_1_im,
							A_2_re,
							A_3_re,A_3_im
);
always@(posedge clk,negedge reset_n)
begin
	if(!reset_n)
	begin
		A_0_re <= 16'b0;	 
		A_1_re <= 16'b0;	A_1_im <= 16'b0;
		A_2_re <= 16'b0;	 
		A_3_re <= 16'b0;	A_3_im <= 16'b0;
	end
	else if (en)
	begin
		A_0_re <= C_0_re + D_0_re;
		A_1_re <= C_1_re;	A_1_im <= (~D_1_re) + 1'b1;	
		A_2_re <= C_0_re - D_0_re;
		A_3_re <= C_1_re;	A_3_im <= D_1_re;				
	end
end
endmodule
module BF4 (
input	wire				clk,reset_n,en,
input	wire		[15:0]	A_0_re, 
							A_1_re,A_1_im,
							A_2_re, 
							A_3_re,A_3_im,
							B_0_re, 
							B_2_re, 
input wire	signed	[15:0]	B_3_re,B_3_im,	 
							B_1_re,B_1_im,
output	reg		[15:0]		X_0_re,X_0_im,
							X_1_re,X_1_im,
							X_2_re,X_2_im,
							X_3_re,X_3_im,
							X_4_re,X_4_im,
							X_5_re,X_5_im,
							X_6_re,X_6_im,
							X_7_re,X_7_im
);
reg signed [15:0] 		W8_1_re =  16'h5A82, W8_1_im = -16'h5A82,
						W8_3_re = -16'h5A82, W8_3_im = -16'h5A82;
	wire signed [31:0]	x1_x5_re_res_32,x1_x5_im_res_32,
                        x3_x7_re_res_32,x3_x7_im_res_32;
	wire signed [15:0]	x1_x5_re_res,x1_x5_im_res,
                        x3_x7_re_res,x3_x7_im_res;
	assign x1_x5_re_res_32 = ((B_1_re) * (W8_1_re)) - ((B_1_im) * (W8_1_im));
	assign x1_x5_im_res_32 = ((B_1_re) * (W8_1_im)) + ((B_1_im) * (W8_1_re));
	assign x3_x7_re_res_32 = ((B_3_re) * (W8_3_re)) - ((B_3_im) * (W8_3_im));
	assign x3_x7_im_res_32 = ((B_3_re) * (W8_3_im)) + ((B_3_im) * (W8_3_re));
	assign x1_x5_re_res = x1_x5_re_res_32 >>> 15;
	assign x1_x5_im_res = x1_x5_im_res_32 >>> 15;
	assign x3_x7_re_res = x3_x7_re_res_32 >>> 15;
	assign x3_x7_im_res = x3_x7_im_res_32 >>> 15;
always@(posedge clk,negedge reset_n)
begin
	if(!reset_n)
	begin
		X_0_re <= 32'b0;	X_0_im <= 32'b0;
		X_1_re <= 32'b0;	X_1_im <= 32'b0;
		X_2_re <= 32'b0;	X_2_im <= 32'b0;
		X_3_re <= 32'b0;	X_3_im <= 32'b0;
		X_4_re <= 32'b0;	X_4_im <= 32'b0;
		X_5_re <= 32'b0;	X_5_im <= 32'b0;
		X_6_re <= 32'b0;	X_6_im <= 32'b0;
		X_7_re <= 32'b0;	X_7_im <= 32'b0;
	end
	else if(en)		 
	begin
		X_0_re <= A_0_re + B_0_re;	X_0_im <= 0;		
		X_1_re <= A_1_re + x1_x5_re_res;	 
		X_1_im <= A_1_im + x1_x5_im_res;	 
		X_2_re <= A_2_re ;		X_2_im <= - B_2_re;	 
		X_3_re <= A_3_re + x3_x7_re_res;	
		X_3_im <= A_3_im + x3_x7_im_res;
		X_4_re <= A_0_re - B_0_re;	X_4_im <= 0;		
		X_5_re <= A_1_re - x1_x5_re_res;	 
		X_5_im <= A_1_im - x1_x5_im_res;     
		X_6_re <= A_2_re;		X_6_im <= B_2_re;  
		X_7_re <= A_3_re - x3_x7_re_res;	 
		X_7_im <= A_3_im - x3_x7_im_res;     
	end
end		
endmodule
module FFT_3stage (
input	wire			clk,reset_n,
input	wire			en_bf1_1,en_bf1_2,en_bf1_3,en_bf1_4,
input	wire			en_bf2_1,en_bf2_2,
input	wire			en_bf3,
input	wire	[15:0]	x0,x1,x2,x3,	
						x4,x5,x6,x7,	
output	wire	[15:0]	X_0_re,X_1_re,X_2_re,X_3_re,
                        X_4_re,X_5_re,X_6_re,X_7_re,
						X_0_im,X_1_im,X_2_im,X_3_im,
						X_4_im,X_5_im,X_6_im,X_7_im
);
wire	[15:0]		C_0_re,C_1_re,D_0_re,D_1_re,	 
					E_0_re,E_1_re,F_0_re,F_1_re,	 
					A_0_re,A_1_re,A_1_im,			 
					A_2_re,A_3_re,A_3_im,			 
					B_0_re,B_1_re,B_1_im,			 
					B_2_re,B_3_re,B_3_im;			 
BF1 U1 (
	.clk	(clk),
	.reset_n(reset_n),
	.x_0_re	(x0),
	.x_1_re	(x1),
	.en 	(en_bf1_1),
	.g_0_re	(C_0_re),
	.g_1_re	(C_1_re)
);
BF1 U2 (
	.clk	(clk),
	.reset_n(reset_n),
	.x_0_re	(x2),
	.x_1_re	(x3),
	.en 	(en_bf1_2),
	.g_0_re	(D_0_re),
	.g_1_re	(D_1_re)
);
BF1 U3 (
	.clk	(clk),
	.reset_n(reset_n),
	.x_0_re	(x4	),
	.x_1_re	(x5	),
	.en 	(en_bf1_3),
	.g_0_re	(E_0_re),
	.g_1_re	(E_1_re)
);
BF1 U4 (
	.clk	(clk),
	.reset_n(reset_n),
	.x_0_re	(x6),
	.x_1_re	(x7),
	.en 	(en_bf1_4),
	.g_0_re	(F_0_re	),
	.g_1_re	(F_1_re	)
);
BF2 U5 (
	.clk	(clk),		 
	.reset_n(reset_n),	.A_0_re	(A_0_re),
	.C_0_re	(C_0_re),	.A_1_re	(A_1_re),
	.C_1_re	(C_1_re),	.A_1_im (A_1_im),
	.D_0_re	(D_0_re),	.A_2_re	(A_2_re),
	.D_1_re	(D_1_re),	.A_3_re	(A_3_re),
	.en 	(en_bf2_1),	.A_3_im (A_3_im)
);
BF2 U6 (
	.clk	(clk),		 
	.reset_n(reset_n),	.A_0_re	(B_0_re),
	.C_0_re	(E_0_re),	.A_1_re	(B_1_re),
	.C_1_re	(E_1_re),	.A_1_im (B_1_im),
	.D_0_re	(F_0_re),	.A_2_re	(B_2_re),
	.D_1_re	(F_1_re),	.A_3_re	(B_3_re),
	.en 	(en_bf2_2),	.A_3_im (B_3_im)
);
BF4 U7 (
.clk	(clk),
.reset_n(reset_n),
.en		(en_bf3),
.A_0_re(A_0_re),
.A_1_re(A_1_re),.A_1_im(A_1_im),
.A_2_re(A_2_re),
.A_3_re(A_3_re),.A_3_im(A_3_im),
.B_0_re(B_0_re),
.B_1_re(B_1_re),.B_1_im(B_1_im),
.B_2_re(B_2_re),
.B_3_re(B_3_re),.B_3_im(B_3_im),
.X_0_re(X_0_re),.X_0_im(X_0_im),
.X_1_re(X_1_re),.X_1_im(X_1_im),
.X_2_re(X_2_re),.X_2_im(X_2_im),
.X_3_re(X_3_re),.X_3_im(X_3_im),
.X_4_re(X_4_re),.X_4_im(X_4_im),
.X_5_re(X_5_re),.X_5_im(X_5_im),
.X_6_re(X_6_re),.X_6_im(X_6_im),
.X_7_re(X_7_re),.X_7_im(X_7_im)
);
endmodule
module FFT_8p_control_2 (
input  wire        clk,
input  wire        reset_n,
input  wire        start,
output reg         en_s2p,
output reg         en_bf1_1,
output reg         en_bf1_2,
output reg         en_bf1_3,
output reg         en_bf1_4,
output reg         en_bf2_1,
output reg         en_bf2_2,
output reg         en_bf3
);
reg [2:0] 	cycle_count;
reg			toggle_start;	 
always @(posedge clk, negedge reset_n) begin
    if (!reset_n) 
	begin
        cycle_count <= 0;
		en_s2p <= 0;
		toggle_start <= 0;
    end 
	else if(start)	 
	begin
        cycle_count <= 0;
		en_s2p <= 0;
		toggle_start <= ~toggle_start;
	end
	else if(toggle_start)	 
	begin
        cycle_count <= cycle_count + 1;
		en_s2p <= 1;
    end
	else
	begin
		cycle_count <= 0;
		en_s2p <= 0;
	end
end
always@(*)
begin
	en_bf1_1 = 0;
	en_bf1_2 = 0;
	en_bf1_3 = 0;
	en_bf1_4 = 0;
	en_bf2_1 = 0;
	en_bf2_2 = 0;
	en_bf3	 = 0;
	case(cycle_count)
		3'd1: begin 
			en_bf1_4 = 1;	
		end
		3'd2: begin 
			en_bf2_2 = 1;
		end
		3'd3: begin 
			en_bf1_1 = 1;	
			en_bf3 = 1;	
		end
		3'd5: begin
			en_bf1_2 = 1;
		end
		3'd6: begin
			en_bf2_1 = 1;
		end
		3'd7: begin
			en_bf1_3 = 1;
		end
	endcase
end
endmodule
module FFT_datapath (
input	wire			clk,reset_n,
input	wire	[15:0]	s_in,
input	wire			en_s2p,			 
input	wire			en_bf1_1,en_bf1_2,en_bf1_3,			 
						en_bf1_4,en_bf2_1,en_bf2_2,en_bf3,   
output	wire	[15:0]	X_0_re,X_1_re,
						X_4_re,X_5_re,
						X_0_im,X_1_im,
						X_4_im,X_5_im,
						X_2_re,X_3_re,
						X_6_re,X_7_re,
						X_2_im,X_3_im,
						X_6_im,X_7_im
);
	wire	[15:0]	x0,x1,x2,x3,
					x4,x5,x6,x7;
s2p DUT (
.clk	(clk),
.reset_n(reset_n),
.en		(en_s2p),
.s_in	(s_in),
.p_out0	(x0),
.p_out1	(x1),
.p_out2	(x2),
.p_out3	(x3),
.p_out4	(x4),
.p_out5	(x5),
.p_out6	(x6),
.p_out7 (x7)
);
FFT_3stage FFT_stages (
.clk		(clk),
.reset_n	(reset_n),
.en_bf1_1	(en_bf1_1),
.en_bf1_2	(en_bf1_2),
.en_bf1_3	(en_bf1_3),
.en_bf1_4	(en_bf1_4),
.en_bf2_1	(en_bf2_1),
.en_bf2_2	(en_bf2_2),
.en_bf3		(en_bf3),
.x0(x0),
.x1(x1),
.x2(x2),
.x3(x3),	
.x4(x4),
.x5(x5),
.x6(x6),
.x7(x7),	
.X_0_re(X_0_re),.X_1_re(X_1_re),
.X_4_re(X_4_re),.X_5_re(X_5_re),
.X_0_im(X_0_im),.X_1_im(X_1_im),
.X_4_im(X_4_im),.X_5_im(X_5_im),
.X_2_re(X_2_re),.X_3_re(X_3_re),
.X_6_re(X_6_re),.X_7_re(X_7_re),
.X_2_im(X_2_im),.X_3_im(X_3_im),
.X_6_im(X_6_im),.X_7_im(X_7_im)
);
endmodule
module FFT_top (
input	wire 			clk,reset_n,
input	wire			start,
input	wire 	[15:0]	s_in,	 
output	wire 			s2p_en,
output	wire[15:0]		X_0_re,X_1_re,
						X_4_re,X_5_re,
						X_0_im,X_1_im,
						X_4_im,X_5_im,
						X_2_re,X_3_re,
						X_6_re,X_7_re,
						X_2_im,X_3_im,
						X_6_im,X_7_im			
);
wire		en_s2p,
			en_bf1_1,en_bf1_2,en_bf1_3,	
			en_bf1_4,en_bf2_1,en_bf2_2,en_bf3;
FFT_datapath DP (
	.clk		(clk	),
	.reset_n	(reset_n),
	.s_in(s_in),	
	.en_s2p		(en_s2p),
	.en_bf1_1	(en_bf1_1), .en_bf1_2	(en_bf1_2),
	.en_bf1_3	(en_bf1_3), .en_bf1_4	(en_bf1_4),
	.en_bf2_1	(en_bf2_1), .en_bf2_2	(en_bf2_2),
	.en_bf3		(en_bf3	),
	.X_0_re(X_0_re),.X_1_re(X_1_re),
	.X_4_re(X_4_re),.X_5_re(X_5_re),
	.X_0_im(X_0_im),.X_1_im(X_1_im),
	.X_4_im(X_4_im),.X_5_im(X_5_im),
	.X_2_re(X_2_re),.X_3_re(X_3_re),
	.X_6_re(X_6_re),.X_7_re(X_7_re),
	.X_2_im(X_2_im),.X_3_im(X_3_im),
	.X_6_im(X_6_im),.X_7_im(X_7_im)
);
FFT_8p_control_2 ctrl (
.clk	 	(clk	 ),
.reset_n	(reset_n),
.start		(start),
.en_s2p		(en_s2p	),
.en_bf1_1	(en_bf1_1),
.en_bf1_2	(en_bf1_2),
.en_bf1_3	(en_bf1_3),
.en_bf1_4	(en_bf1_4),
.en_bf2_1	(en_bf2_1),
.en_bf2_2	(en_bf2_2),
.en_bf3     (en_bf3)
);
assign s2p_en = en_s2p;
endmodule
module s2p (
input	wire				clk,reset_n,
input	wire				en,
input	wire	[15:0]		s_in,
output	wire	[15:0]		p_out0,p_out1,p_out2,p_out3,
							p_out4,p_out5,p_out6,p_out7
);                          
reg [15:0]	reg_x_out [7:0];
reg [2:0]	index;
integer i;		 
always@(posedge clk,negedge reset_n)
begin
	if(!reset_n)
	begin
		for (i = 0; i<8;i = i+1)
			reg_x_out[i] <= 16'b0;
		index <= 3'b0;
	end
	else if(en)
	begin
		reg_x_out[index] <= s_in;	
		index <= index + 1'b1;		 
	end
end
assign p_out0 = reg_x_out [0];
assign p_out1 = reg_x_out [1];
assign p_out2 = reg_x_out [2];
assign p_out3 = reg_x_out [3];
assign p_out4 = reg_x_out [4];
assign p_out5 = reg_x_out [5];
assign p_out6 = reg_x_out [6];
assign p_out7 = reg_x_out [7];
endmodule
```
`design/flow/config.mk`:
```
export PLATFORM = sky130hd
export DESIGN_NAME = FFT_top
export DESIGN_NICKNAME = FFT_top
export VERILOG_FILES = /design/flow/design.v
export SDC_FILE = /design/flow/constraint.sdc
export NUM_CORES = 4
export LEC_CHECK = 1
export CORE_UTILIZATION = 50
```
==> results_dict.tcl <==
# collected from the flow reports
set metrics [dict create \
    dr_total_vias 45967 \
    drv_cap 0 \
    startpoint "DP.FFT_stages.U6.A_1_re[6]" \
    syn_to_final_growth_pct 10.4 \
    die_x_um 361 \
    fp_util_pct 50.4 \
    drive_gt1_share_pct 8.06 \
    wirelength_um 176000 \
    postSynthSeqShare_pct 24.0 \
    worst-setup-path-type "register to register" \
    rows 131 \
    antenna_left 0 \
    first_pass_iters 7 \
    maxSlewViolCount 0 \
    wl_met3_um 15200 \
    required_ps 19710 \
    drt_iter0_drc 2321 \
    cts_buffers 72 \
    synthArstFlopShare_pct 100 \
    tns_ps 0 \
    drc 0 \
    r2r_setup_slack_ps 8920 \
    adder_share_pct 34.4 \
    worst_path_most_repeated_cell "inv_1" \
    grt_first_pass_wirelength_um 274000 \
    wl_met1_um 76800 \
    r2r-start "DP.FFT_stages.U6.A_1_re[6]" \
    antenna_found_initial 4 \
    slowest_delay_ps 630 \
    simple_gate_area_share_pct 7.58 \
    setup_viol 0 \
    edf_count 0 \
    ff2ff_path_depth 39 \
    fin_skew_ps 35.7 \
    holdPathEnd "ctrl.toggle_start" \
    cts_repair_resize_count 0 \
    syn_inst 6713 \
    post-route-min-period_ps 10280 \
    status "complete, no violations" \
    path_clk_slew_ps 60 \
    place_hpwl_um 147000 \
    ys_area_mm2 0.0644 \
    routedWlPerCell_um 20.4 \
    fin_hold_ws_ps 468 \
    synth_top_cell_by_count "inv_1" \
    die_area_mm2 0.130 \
    finalCritPeriodShare_pct 53.6 \
    hp-start "ctrl.toggle_start" \
    synth_area_leader_cell "dfrtp_1" \
    crit_slowest_cell "a2111oi_0" \
    grt_max_degree 81 \
    cp.arrival_ps 10790 \
    synthTopCellsByArea "dfrtp_1, ha_1, fa_1" \
    clock-sinks 618 \
    avgSynthCellArea_um2 9.59 \
    ys.flop_type "dfrtp_1" \
    port_buffers 243 \
    die_y_um 361 \
    hold_path.class "register to register" \
    viasPerCell 5.31 \
    top_layer_used "met4" \
    ios 276 \
    fmax_mhz 97.3 \
    cts_max_level 3 \
    path_max_fanout 10 \
    worstSetupStartpointType "register" \
    track_usage_pct 29.0 \
    ys_seq_elements 618 \
    clockBufferDepth 3 \
    synth_top_area_share_pct 24.0 \
    netlist-cell-type-count 95 \
    max_slew_margin_pct 21.5 \
    r2r-end "DP.FFT_stages.U7.X_7_im[15]" \
    worstSkewPairLatency_ps 680 \
    route.met2.wl_um 78800 \
    hold_depth 1 \
    cts_tree "yes" \
    ys_sh_xor_pct 7.29 \
    postCtsSetupRepairBufs 0 \
    synthTopCellsByCount "inv_1, ha_1, dfrtp_1" \
    yosysCellCount 6713 \
    openroad.warnings 297 \
    yosysWarnings 6 \
    ys_sh_mux_pct 5.70 \
    compound_area_share_pct 12.7 \
    gp_congestion 1.04 \
    rsz0062_at_grt "no" \
    hold_violations 0 \
    hold_buffers 0 \
    core-area_mm2 0.128 \
    grt_pass1_vias 46021 \
    end_kind "register" \
    syn_area_mm2 0.0644 \
    worst_slew_pin_slew_ps 1170 \
    synthTopLogicFamily "adder cells" \
    cts-root-buf "clkbuf_16" \
    globalRouteOverflowTotal 0 \
]
==> critical path, delay by kind of cell (launching register included) <==
family	cells	cell delay (ps)
xor+xnor	3	750
fa+ha+maj	9	3760
buf+inv	7	600
compound gates	12	2710
simple gates	8	1720
flops	1	590
==> layout make-up <==
| type | count | area [um^2] |
|---|---|---|
| fillers | 11161 | 56600 |
| multi-input cells | 4755 | 43700 |
| flip-flops and latches | 618 | 15500 |
| inverters | 1178 | 4420 |
| repair buffers | 317 | 2990 |
| clock buffers | 101 | 2090 |
| well taps | 1662 | 2080 |
| clock inverters | 29 | 323 |
| diodes | 1 | 2.50 |
==> how the worst max path moves through the flow <==
| stage | cells after the start | end |
|---|---|---|
| after global routing | 39 | DP.FFT_stages.U7.X_7_im[15] |
| after CTS | 39 | DP.FFT_stages.U7.X_7_im[15] |
| final | 39 | DP.FFT_stages.U7.X_7_im[15] |
==> per-stage QoR <==
stage                     utilization (%)  std cells  area, um^2  worst slack, ps
after CTS                            55.7       8660       71100             8890
final                                55.7       8661       71100             8920
after global routing                 55.7       8660       71100             8170
after detailed placement             53.8       8530       68700             8920
after global placement               53.8       8530       68700             9040
after floorplan                         -       6744       64500             9350
==> flip-flops by register name, indices dropped and copies added, names as in the netlist, 16 cells and up <==
register,cells
DP.FFT_stages.U7.X_1_re,16
DP.DUT.reg_x_out,128
DP.FFT_stages.U7.X_5_im,16
DP.FFT_stages.U6.A_1_im,16
DP.FFT_stages.U1.g_0_re,16
DP.FFT_stages.U7.X_7_im,16
DP.FFT_stages.U2.g_0_re,16
DP.FFT_stages.U7.X_7_re,16
DP.FFT_stages.U3.g_0_re,16
DP.FFT_stages.U4.g_0_re,16
DP.FFT_stages.U5.A_2_re,16
DP.FFT_stages.U5.A_1_im,16
DP.FFT_stages.U5.A_1_re,16
DP.FFT_stages.U7.X_6_re,16
DP.FFT_stages.U6.A_2_re,16
DP.FFT_stages.U7.X_4_re,16
DP.FFT_stages.U6.A_1_re,16
DP.FFT_stages.U7.X_2_im,16
==> logic make-up after synthesis <==
logic type                 after synthesis
adders and majority gates             1495
and+or+nand+nor                       1051
xor gates and xnor gates               530
muxes                                  327
AOI/OAI and AO/OA                     1320
buffers and inverters                 1371
DFF                                    618
other                                    1
==> cells in the final DEF, fill, tap and decap left out, types with 74 or more instances in the layout <==
cell and instances:
a21oi_1 445, clkbuf_16 74, fa_1 454, nor2_1 352, ha_1 1040, nand2_1 295, clkdlybuf4s50_1 242, a21o_1 114
o21bai_1 114, nor3_1 79, xor2_1 125, mux2_2 312, o21ai_0 315, buf_4 74, xnor2_1 400, dfrtp_1 616
inv_1 1175
==> metal layers <==
layer  track usage, %  vias up
met5                0        -
met1             41.9    22171
met4             6.99        0
met3             10.1      190
met2             43.4     1010
li1                 -    22596
